==> ./run.sh <==
#!/bin/bash
# OpenROAD 26Q1-2900-gdf79404cd8, Yosys 0.63+post, stock flow scripts
make -C /OpenROAD-flow-scripts/flow DESIGN_CONFIG=/design/flow/config.mk WORK_HOME=/design/flow/orfs finish
==> ./config.mk <==
export PLATFORM = sky130hd
export DESIGN_NAME = top
export DESIGN_NICKNAME = top
export VERILOG_FILES = /design/flow/design.v
export SDC_FILE = /design/flow/constraint.sdc
export NUM_CORES = 4
export LEC_CHECK = 1
export CORE_AREA = 10 10 100 100
export DIE_AREA = 0 0 110 110
==> ./constraint.sdc <==
current_design top

set clk_period 3.1
set clk_io_pct 0.2

create_clock -name clk0 -period $clk_period [get_ports {clkin}]

set non_clock_inputs [all_inputs -no_clocks]
set_input_delay [expr $clk_period * $clk_io_pct] -clock clk0 $non_clock_inputs
set_output_delay [expr $clk_period * $clk_io_pct] -clock clk0 [all_outputs]
==> ./design.v <==
`default_nettype none
module prescaler(input in_clk, output out_clk);
    parameter counter_max = 25000000;
    parameter counter_bits = 25;
    logic [counter_bits-1:0] devider;
    always_ff @(posedge in_clk)
    begin
        if(devider == counter_max)
        begin
            devider <= 0;
            out_clk <= 1;
        end
        else
        begin
            devider <= devider + 1;
            out_clk <= 0;
        end
    end
endmodule  
module top(
    input clkin,  
    output  [0:3] led,
    );
logic clk1hz;
logic [0:3] ctr = 4'b0000;
assign led[0] = ctr[0];
assign led[1] = ctr[1];
assign led[2] = ctr[2];
assign led[3] = ctr[3];
prescaler #(.counter_max(25000000), .counter_bits(25))
    clk1hz_ps(
        .in_clk(clkin),
        .out_clk(clk1hz));
always_ff @(posedge clk1hz)
begin
    if(ctr == 4'b1111)
    begin
        ctr <= 4'b0000;
    end
    else
    begin
        ctr <= ctr + 1;
    end
end
endmodule
==> CHANGELOG.md <==
### Implementation results

- Total negative setup slack: 0 ns
- Chip area: 0.01210 mm²
- Top delay family on crit path: simple AND/OR/NAND/NOR gates
- Cell count in the Yosys report: 138
- Initial antenna violation count: 0
- Max Fclk: between 0.5 and 0.6 GHz
- Die Width: ~110 µm
- Wire per inst: 9.090 µm
- Port-buffer cells: 4
- CP max stage cell: or4_4
- Syn_area_per_cell: between 9 and 10 µm²
- Tcrit/Tclk final: 0.6306
- Crit. End Element: flip-flop
- Register share after synthesis: 0.4593
- Post-synth regs: 30
- Largest net degree at the start of global routing: 17
- Die y size: around 110 µm
- Worst R2R Start: clk1hz_ps.devider[5]$_SDFF_PN0_
- CP bufs+invs: 0
- Class of the worst hold path: reg2reg
- Final HPWL DP: around 1600 µm
- Min Tclk post-route: between 1.5 and 2 ns
- Slew @ Worst Pin: between 0.5 and 0.6 ns
- Routed Antenna Nets: 0
- R2R cell count: 4
- Top Layout Cells: dfxtp_1, nor2_1, xnor2_1
- CP Class: reg2reg
- LEAKAGE: between 0.4 and 0.5 nW
- Total GRT Usage: 0.03815
- Tot Pwr: roughly 550 µW
- Register pins left without a clock: 4
- Critical-path maximum fanout: 12
- Endpoints left unconstrained: 8
- Syn-to-layout area delta: 15.98%
- Row cnt: 32
- Clock skew: 0.004061 ns
- Post-Syn Instances: between 100 and 150
- Layout cell share with drive strength beyond 1: 0.07692
- Routability cong.: 0.8303
- Crit-path cells: nand4_2 -> or4_4 -> or3_1 -> a21oi_1
- Worst vdd ir: 290.9 µV
- Final setup violation count: 0
- Htree depth: 1
- Number of detailed-route iterations in the first pass: 4
- Vias per cell: between 3 and 4
- Hold Buf Count CTS: 0
- Worst r2r dst: clk1hz_ps.devider[24]$_SDFF_PN0_
- Worst Hold Path Cells: 1
- Yosys stat area: 0.001308 mm²
- Tool warnings: 26
- Unique cell types: 30
- Reg clk slew, reported paths: roughly 0.090 ns
- Critical path data required time: 3.30 ns
- Grt ovf: 0
- Largest stage delay, worst path: approximately 0.62 ns
- Routed WL: approximately 2200 µm
- Final Hold Viols: 0
- Max Buffers Root-to-Sink: 2
- Status: finished, final reports clean
- First-pass GRT wire length: 3877 µm
- Slew Viols, Final: 0
- TritonCTS clock tree: built
- Top logic cell by instance count in the layout: dfxtp_1
- Hold path start: clk1hz_ps.devider[0]$_SDFF_PN0_
- Worst Hold Endpoint: clk1hz_ps.devider[0]$_SDFF_PN0_
- Number of gates resized after cts: 0
- Setup slack, reg-to-reg: ~1.1 ns
- Init Core Util: 0.1675
- Total number of vias: slightly above 900
- Rel. slew slack: 0.6047
- DR iter-0 viols: roughly 40
- Synthesized area: 0.001308 mm²
- # IOs: 5
- Core area: between 0.007 and 0.008 mm²
- Post-CTS Repair Setup Buffers: 0
- Ys Warns: 4
- Skew-Pair Late Insertion Delay: 0.27 ns
- Startpoint Class: flip-flop
- Residual DRC count: 0
- Max_cap viols: 0
- Root buffer cell: clkbuf_8
- Number of global-route vias before repair: 822
- Worst Path Arrival: around 2.2 ns
- Final Util: 0.1942
- # diodes: 0
- RSZ-0062 raised after global routing: false
- PD cells: roughly 360 mW/mm²
- TritonCTS buffer count: 3
==> routing by layer <==
layer | track usage | routed length (µm) | vias up
met5 | 0 | 0 | -
met4 | 0.0009294 | 0 | 0
met3 | 0.01058 | 117 | 0
met2 | 0.05419 | 860 | 10
met1 | 0.05934 | 1250 | 405
li1 | - | - | 503
==> worst max-delay path by stage <==
stage,from,endpoint,slack (ns),cells after the start
6_report,clk1hz_ps.devider[5]$_SDFF_PN0_,clk1hz_ps.devider[24]$_SDFF_PN0_,1.15,4
5_1_grt,clk1hz_ps.devider[2]$_SDFF_PN0_,clk1hz_ps.devider[23]$_SDFF_PN0_,1.02,4
4_1_cts,clk1hz_ps.devider[0]$_SDFF_PN0_,clk1hz_ps.devider[24]$_SDFF_PN0_,1.14,5
==> cells by family (layout without fill, tap and decap cells) <==
family | after synthesis | in the layout | share of synthesized area
AOI/OAI and AO/OA | 14 | 14 | 0.06316
xor gates and xnor gates | 18 | 18 | 0.1206
adders and majority gates | 3 | 3 | 0.02871
buffers and inverters | 9 | 14 | 0.02775
DFF | 30 | 30 | 0.4593
muxes | 2 | 2 | 0.01531
and+or+nand+nor | 62 | 62 | 0.2852
==> cell type report <==
| type | instances | area [µm²] |
|---|---|---|
| clock buffer | 4 | 55.05 |
| fill | 859 | 6291 |
| inverter | 6 | 22.52 |
| multi-input combinational | 99 | 670.6 |
| sequential | 30 | 600.6 |
| tap | 102 | 127.6 |
| timing repair buffer | 4 | 40.04 |
==> stage by stage <==
stage | cell area [µm²] | hold slack (ns) | setup slack, ns | instances
3_5_place_dp | 1461 | 0.4692 | 1.156 | 241
6_report | 1516 | 0.4777 | 1.145 | 245
4_1_cts | 1516 | 0.4887 | 1.145 | 245
3_3_place_gp | 1461 | 0.4645 | 1.183 | 241
5_1_grt | 1516 | 0.5063 | 1.024 | 245
2_1_floorplan | 1308 | 0.4407 | 1.296 | 138
==> registers in the layout, summed over array words and instances (netlist names) <==
register and flops:
clk1hz_ps.devider 25, clk1hz_ps.out_clk 1, ctr 4
==> power breakdown <==
part	leakage [nW]	internal [mW]	switching, mW	total [mW]
clock	0.0288	0.113	0.100	0.213
combinational	0.212	0	0	0.000000212
sequential	0.241	0.334	0	0.334
total	0.482	0.447	0.100	0.547
==> cell usage after synthesis <==
cell | instances | area, µm²
dfxtp_1 | 30 | 600.6
nor2_1 | 15 | 56.30
xnor2_1 | 13 | 113.9
nand2_1 | 7 | 26.28
inv_1 | 6 | 22.52
nand3_1 | 6 | 30.03
nor4_1 | 6 | 37.54
a21oi_1 | 5 | 25.02
and4_1 | 5 | 43.79
nor3_1 | 5 | 25.02
xor2_1 | 5 | 43.79
nand4_1 | 4 | 25.02
o21ai_0 | 4 | 20.02
a31oi_1 | 3 | 18.77
and3_1 | 3 | 18.77
ha_1 | 3 | 37.54
buf_2 | 2 | 10.01
mux2i_1 | 2 | 20.02
nand4_2 | 2 | 25.02
or3b_2 | 2 | 17.52
a21bo_2 | 1 | 10.01
clkbuf_1 | 1 | 3.750
nand3_4 | 1 | 17.52
nand3b_1 | 1 | 7.510
nor2b_1 | 1 | 6.260
nor4b_1 | 1 | 8.760
nor4bb_1 | 1 | 10.01
o41ai_1 | 1 | 8.760
or3_1 | 1 | 6.260
or4_4 | 1 | 11.26
Power and IR drop assume default switching activity.
