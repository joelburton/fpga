==> ./design.v <==
module Debounce_Filter #(parameter DEBOUNCE_LIMIT = 20) (
    input i_Clk,
    input i_Bouncy,
    output o_Debounced
);
    reg [$clog2(DEBOUNCE_LIMIT)-1:0] r_Count = 0;
    reg r_State = 1'b0;
    always @(posedge i_Clk)
    begin
        if (i_Bouncy !== r_State && r_Count < DEBOUNCE_LIMIT)
        begin
            r_Count <= r_Count + 1;
        end
        else if (r_Count == DEBOUNCE_LIMIT)
        begin
            r_State <= i_Bouncy;
            r_Count <= 0;
        end
        else
        begin
            r_Count <= 0;
        end
    end
    assign o_Debounced = r_State;
endmodule
==> ./run.sh <==
#!/bin/bash
# OpenROAD 26Q1-2900-gdf79404cd8, Yosys 0.63+post, stock flow scripts
make -C /OpenROAD-flow-scripts/flow DESIGN_CONFIG=/design/flow/config.mk WORK_HOME=/design/flow/orfs finish
==> ./config.mk <==
export PLATFORM = sky130hd
export DESIGN_NAME = Debounce_Filter
export DESIGN_NICKNAME = Debounce_Filter
export VERILOG_FILES = /design/flow/design.v
export SDC_FILE = /design/flow/constraint.sdc
export NUM_CORES = 4
export LEC_CHECK = 1
export CORE_AREA = 10 10 70 70
export DIE_AREA = 0 0 80 80
==> ./constraint.sdc <==
current_design Debounce_Filter

set clk_period 2.0
set clk_io_pct 0.2

create_clock -name clk0 -period $clk_period [get_ports {i_Clk}]

set non_clock_inputs [all_inputs -no_clocks]
set_input_delay [expr $clk_period * $clk_io_pct] -clock clk0 $non_clock_inputs
set_output_delay [expr $clk_period * $clk_io_pct] -clock clk0 [all_outputs]
==> impl_metrics.ini <==
; physical design summary
[yosys]
synth.top_cell.area_share = 0.396
top_cells_by_count = 5 x dfxtp_1, 3 x nor2_1, 2 x ha_1, 2 x inv_1, 2 x xor2_1
ys_ff = 6
synth-main-ff-cell = dfxtp_1
yosys_area_sq_um = 253
edf_count = 1
netlist_instances = 23
ys_types = 14
synth-async-reset-ratio = 0
area_leaders = dfxtp_1 40%, edfxtp_1 12%, ha_1 9.9%
avgSynthCellArea_sq_um = 11.0
top_area_cell = dfxtp_1
synth_top_cell_by_count = dfxtp_1
synth_area_sq_um = 253
ys_seq_frac = 0.515
synth_warnings = 1
ys_cells = 23

[detailed_routing]
wire_per_inst_microns = 5.25
postRouteAntennaNets = 0
wirelength_microns = 394
drt_pass1_iterations = 3
routed-via-count = 168
drtIter0Drc = 9
drc = 0
antenna_cells = 0
vias_per_cell = 2.24

[cts]
postCtsResizedCells = 0
clk_pin_slew_ns = 0.06
cts_root_buffer = clkbuf_4
clock_latency_ns = 0.26
cts_sinks = 6
numCtsBuffers = 3
cts_tree = built
clockBufferDepth = 2
cts_setup_buffers = 0
cts-hold-fix-buffers = 0
htree_levels = 1

[die]
die_w_microns = 80
dieHeight_microns = 80
fp_util = 0.0740
num_rows = 21
io_pins = 3
core_sq_um = 3420
die-area_sq_um = 6400

[critical_path]
timing.setup.critical_path_class = flop to output port
crit_path_end_kind = output port
arrival_ns = 1.09
path_max_fanout = 2
cp_slowest_cell = clkdlybuf4s50_1
cpLargestDelayFamily = buffers and inverters
critPathMaxStageDelay_ns = 0.47
worstPathCellList = clkdlybuf4s50_1
cp-start-kind = flop
crit_buf_inv = 1
worstPathRequired_ns = 1.60

[global_route]
grt_use_total = 0.0153
antenna_found_initial = 0
overflow = 0
grt_pass1_vias = 171
grt_pass1_wl_microns = 765
grt_max_degree = 6

[min_path]
hp-class = flop to flop

[cells_and_area]
final_cell_area_sq_um = 357
fill_cells = 394
area_delta_synth_final_pct = 41.1
regArea_sq_um = 130
drive_gt1_frac = 0.241
logic_area_sq_um = 115

[final_timing]
worstMarginPinSlew_ns = 0.200
maxSlewViolCount = 0
grt_setup_unrepaired = false
hold_viol_final = 0
skew_ns = 0.0178
fin_crit_ns = 1.49
fin_tns_setup_ns = 0
fmax_ghz = 0.672
relSlewSlack = 0.866
finalCritPeriodShare = 0.744
setup_violations = 0

[pwr]
pwr_density_cell_nw_per_um2 = 768
pwr-share-clk = 0.453
switchingPower_mw = 0.0617
pwr-share-seq = 0.490
combPwrFrac = 0.057
p_int_mw = 0.212
ir_drop_mv = 0.151
leakage_nw = 0.127
swShare = 0.225

[job]
drv_cap = 0
warnings = 26

[placed_design]
post-dp-hpwl_microns = 280
dpl-instance-area_sq_um = 330
globalplace.congestion = 0.779
port_buffers = 2

[status]
outcome = complete, no violations
## registers in the layout, summed over array words and instances, names as in the netlist
| name | count |
|---|---|
| r_Count | 5 |
| r_State | 1 |
## per-layer routing
layer | GRT usage | wire length [microns] | vias up
met2 | 0.0161 | 120 | 7
met1 | 0.0194 | 202 | 70
met5 | 0 | 0 | -
met4 | 0.00528 | 0 | 0
li1 | - | - | 91
met3 | 0.0159 | 70 | 0
## cells by family (layout without fill, tap and decap cells)
group           count (synthesis)  in the layout  synth area share
compound gates                  2              2            0.0594
xor+xnor                        3              3             0.104
fa+ha+maj                       2              2            0.0990
buf+inv                         2              8            0.0297
flops                           6              6             0.515
simple gates                    8              8             0.193
## worst paths after layout
path	depth (start not counted)	start	slack, ns	end
setup / recovery	1	r_State	0.51	o_Debounced
hold / removal	1	r_Count[0]	0.47	r_Count[0]
setup reg to reg	3	r_Count[0]	0.95	r_State
hold reg to reg	1	r_Count[0]	0.47	r_Count[0]
## power by group through the flow
| stage | clock network (mW) | registers (mW) | logic [mW] |
|---|---|---|---|
| after CTS | 0.131 | 0.134 | 0.0158 |
| after global routing | 0.144 | 0.135 | 0.0182 |
| final | 0.124 | 0.134 | 0.0156 |
## final cells by class
cell class / count / area share
inverters: 2 / 0.0211
repair buffers: 2 / 0.0561
well taps: 46 / 0.161
flip-flops and latches: 6 / 0.365
multi-input cells: 15 / 0.323
clock buffers: 4 / 0.0737
## through the flow
stage                       util  setup slack (ns)  power, mW  cells  hold slack [ns]
after floorplan                -             0.981      0.146     23            0.440
after global placement    0.0967             0.576      0.151     71            0.455
after detailed placement  0.0967             0.570      0.152     71            0.465
after CTS                  0.104             0.493      0.280     75            0.477
after global routing       0.104             0.466      0.297     75            0.541
final                      0.104             0.512      0.274     75            0.472
## layout by cell type (no fill, tap or decap)
| cell | Yosys | final |
|---|---|---|
| clkdlybuf4s50_1 | 0 | 2 |
| xnor2_1 | 1 | 1 |
| nand2_1 | 1 | 1 |
| inv_1 | 2 | 2 |
| edfxtp_1 | 1 | 1 |
| xor2_1 | 2 | 2 |
| and3_1 | 1 | 1 |
| a31oi_1 | 1 | 1 |
| nor2_2 | 1 | 1 |
| and4b_2 | 1 | 1 |
| nor2_1 | 3 | 3 |
| clkbuf_4 | 0 | 3 |
| nand3_2 | 1 | 1 |
| clkbuf_1 | 0 | 1 |
| o21ai_2 | 1 | 1 |
| dfxtp_1 | 5 | 5 |
| ha_1 | 2 | 2 |
No activity file was given, so power comes from the tool's default toggle rates.
